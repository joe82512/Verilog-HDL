File: run.sh
#!/bin/bash
# OpenROAD 26Q1-2900-gdf79404cd8, Yosys 0.63+post, stock flow scripts
make -C /OpenROAD-flow-scripts/flow DESIGN_CONFIG=/design/flow/config.mk WORK_HOME=/design/flow/orfs finish
File: config.mk
export PLATFORM = sky130hd
export DESIGN_NAME = Register_File
export DESIGN_NICKNAME = Register_File
export VERILOG_FILES = /design/flow/design.v
export SDC_FILE = /design/flow/constraint.sdc
export NUM_CORES = 4
export LEC_CHECK = 1
export CORE_UTILIZATION = 40
File: constraint.sdc
current_design Register_File

set clk_period 8.5
set clk_io_pct 0.2

create_clock -name clk0 -period $clk_period [get_ports {Clock}]

set non_clock_inputs [all_inputs -no_clocks]
set_input_delay [expr $clk_period * $clk_io_pct] -clock clk0 $non_clock_inputs
set_output_delay [expr $clk_period * $clk_io_pct] -clock clk0 [all_outputs]
File: design.v
module Register_File #(parameter word_size = 32, addr_size = 5) (
    output [word_size-1:0] Data_Out_1, Data_Out_2,
    input  [word_size-1:0] Data_In,
    input  [addr_size-1:0] Read_Addr_1, Read_Addr_2, Write_Addr,
    input                  Write_Enable, Clock
);
    reg [word_size-1:0] Reg_File[31:0];  
    assign Data_Out_1 = Reg_File[Read_Addr_1];
    assign Data_Out_2 = Reg_File[Read_Addr_2];
    always @(posedge Clock) begin
        if (Write_Enable==1'b1) Reg_File[Write_Addr] <= Data_In;  
    end
endmodule
==> insert_results.sql <==
-- load yosys + openroad results
INSERT INTO impl_metrics (metric_group, metric, value, unit) VALUES
('sta', 'setup-violations-final', '0', ''),
('floorplan', 'initCoreUtil', '0.405', ''),
('critical_path', 'crit_path_cell_trace', 'clkdlybuf4s50_1 -> nor2_4 -> buf_4 -> a22o_1 -> nor3_1 -> a31oi_1 -> nand3_1 -> clkdlybuf4s50_1', ''),
('critical_path', 'cp_num_buf_inv', '3', ''),
('drt', 'via_density', '5.96', ''),
('finish', 'layout.cells.most_common_list', 'edfxtp_1, mux2i_1, nand3_1, nand2_1', ''),
('yosys', 'top_cells_by_area', 'edfxtp_1, mux2i_1, a22oi_1', ''),
('global_route', 'initial_antenna_violation_count', '7', ''),
('finish', 'final_area', '55200', 'sq um'),
('finish', 'top_regs', 'Reg_File: 1024 flops', ''),
('drt', 'wl', '153000', 'um'),
('placement', 'gp_routability_congestion', '0.877', ''),
('cts', 'ctsResizeCount', '0', ''),
('placement', 'placedInstanceArea', '51900', 'sq um'),
('drt', 'route.antenna.remaining_nets', '0', ''),
('cts', 'tritoncts.num_buffers', '106', ''),
('run', 'timing.max_cap.violations', '0', ''),
('cts', 'cts_tree', 'built', ''),
('critical_path', 'critical_path.max_fanout', '37', ''),
('hold_path', 'worst_hold_path_type', 'input port to flop', ''),
('drt', 'avgRoutedWirePerCell', '29.5', 'um'),
('placement', 'total_instance_count_after_detailed_placement', '4984', ''),
('sta', 'period_needed', '6.53', 'ns'),
('cts', 'clock_sink_count', '1024', ''),
('yosys', 'syn_avg_cell_area', '14.4', 'sq um'),
('yosys', 'ys_warn_count', '1', ''),
('cts', 'root_buffer', 'clkbuf_16', ''),
('run_status', 'status', 'completed', ''),
('floorplan', 'die.size.x', '351', 'um'),
('finish', 'registers.top_by_ff_count', 'Reg_File', ''),
('finish', 'final-instance-count-excl-fill', '5173', ''),
('drt', 'routed.top_layer', 'met5', ''),
('yosys', 'netlist-cell-type-count', '23', ''),
('finish', 'nFillCells', '10500', ''),
('placement', 'port_buffers', '112', ''),
('cts', 'cts.reportedPaths.clkPinSlew', '0.06', 'ns'),
('finish', 'post_route_cells_drive_above_1_share', '0.0921', ''),
('floorplan', 'rows', '127', ''),
('drt', 'via_count', '30800', ''),
('floorplan', 'num_io_pins', '113', ''),
('power_and_ir_drop', 'leakage', '20.1', 'nW'),
('sta', 'grt_setup_unrepaired', 'false', ''),
('power_and_ir_drop', 'total_power', '0.0112', 'W'),
('critical_path', 'crit_slowest_cell', 'buf_4', ''),
('drt', 'detail_route.first_pass.iterations', '5', ''),
('sta', 'worst_pin_slew', '1.06', 'ns'),
('critical_path', 'crit_path_end_kind', 'output port', ''),
('yosys', 'yosys_top_cell_area_share', '0.630', ''),
('finish', 'fraction_of_the_core_area_covered_by_cells_at_the_end_of_the_flow', '0.458', ''),
('placement', 'detailed_place_hpwl', '85200', 'um'),
('drt', 'm1WireLength', '55100', 'um'),
('finish', 'syn_to_final_growth', '13.1', '%'),
('cts', 'cts_htree_levels', '3', ''),
('power_and_ir_drop', 'cellPowerDensity', '202', 'nW/um^2'),
('floorplan', 'die-area', '123000', 'sq um'),
('global_route', 'overflow', '0', ''),
('sta', 'max_freq', '153', 'MHz'),
('sta', 'tightest_slew_margin_relative_to_the_limit', '0.290', ''),
('global_route', 'track_usage', '0.266', ''),
('global_route', 'number_of_global_route_vias_before_repair', '31800', ''),
('critical_path', 'worst_ep_arrival_time', '4.83', 'ns'),
('yosys', 'synth_seq_share', '0.630', ''),
('floorplan', 'die_y', '351', 'um'),
('sta', 'setup-tns-final', '0', 'ns'),
('yosys', 'mappedNetlistArea', '48800', 'sq um'),
('drt', 'met2RoutedLength', '70300', 'um'),
('sta', 'slew_viol_final', '0', ''),
('drt', 'detailedRoute.firstIterationViolations', '2000', ''),
('global_route', 'grt_first_pass_wirelength', '218000', 'um'),
('yosys', 'ys.flops', '1024', ''),
('finish', 'area.sequential', '30700', 'sq um');
-- metrics by stage --
stage | hold WS (ns) | setup WS (ns)
floorplan | 1.80 | 4.04
global placement | 2.53 | 2.02
detailed placement | 2.53 | 1.99
CTS | 1.80 | 1.98
global route | 1.84 | 1.88
finish | 1.84 | 1.97
-- synthesized netlist by cell type --
library cell and count:
edfxtp_1 1024, mux2i_1 1024, nand2_1 195, nand3_1 194, a21oi_1 192, a22oi_1 192, a22o_1 128, clkbuf_1 86
buf_2 70, a31oi_1 64, nor3_1 64, buf_4 47, buf_6 45, nor2_1 35, nand3b_1 5, clkbuf_4 4
nand2b_1 4, nor2b_1 4, or3b_2 3, and2_1 2, or2_2 2, buf_1 1, or3_1 1
-- cell type report --
type,count,area share
Tap cell,1612,0.0366
Multi-Input combinational cell,2109,0.304
Clock buffer,127,0.0495
Sequential cell,1024,0.557
Antenna cell,1,0.0000453
Clock inverter,61,0.0105
Timing Repair Buffer,239,0.0421
-- report_power, final --
part	internal [W]	leakage, nW	switching [W]
registers	0.00562	9.22	0.0000235
logic	0.000393	9.27	0.000644
clock network	0.00258	1.62	0.00191
total	0.00859	20.1	0.00258
-- metal layers --
layer | track usage | vias up
met5 | 0.00667 | -
li1 | - | 13600
met2 | 0.394 | 1672
met3 | 0.159 | 270
met1 | 0.342 | 15300
met4 | 0.0720 | 14
-- kinds of logic after synthesis --
family | count (synthesis) | share of synthesized area
simple gates | 509 | 0.0471
flops | 1024 | 0.630
buf+inv | 253 | 0.0321
compound gates | 576 | 0.0804
mux | 1024 | 0.210
-- worst paths after layout --
check	slack (ns)	cells past startpoint	endpoint
worst max-delay path	1.97	8	Data_Out_2[29]
worst min-delay path	1.84	2	Reg_File[8][16]
Power and IR drop assume default switching activity.
