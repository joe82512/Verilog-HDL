### /design/flow/config.mk
export PLATFORM = sky130hd
export DESIGN_NAME = Mux_4_32_if
export DESIGN_NICKNAME = Mux_4_32_if
export VERILOG_FILES = /design/flow/design.v
export SDC_FILE = /design/flow/constraint.sdc
export NUM_CORES = 4
export LEC_CHECK = 1
export CORE_AREA = 10 10 96 96
export DIE_AREA = 0 0 106 106
### /design/flow/constraint.sdc
current_design Mux_4_32_if

set clk_period 3.9
set clk_io_pct 0.2

create_clock -name clk0 -period $clk_period

set non_clock_inputs [all_inputs -no_clocks]
set_input_delay [expr $clk_period * $clk_io_pct] -clock clk0 $non_clock_inputs
set_output_delay [expr $clk_period * $clk_io_pct] -clock clk0 [all_outputs]
### /design/flow/design.v
module Mux_4_32_case (mux_out, data_3, data_2, data_1, data_0, select, enable);
    output  [31: 0] mux_out;
    input   [31: 0] data_3, data_2, data_1, data_0;
    input   [1:0]   select;
    input           enable;
    reg     [31:0]  mux_int;
    assign mux_out = enable ? mux_int : 32'bz;
    always @ ( data_3 or data_2 or data_1 or data_0 or select)
        case (select)
            0: mux_int = data_0;
            1: mux_int = data_1;
            2: mux_int = data_2;
            3: mux_int = data_3;
            default: mux_int = 32'bx;  
        endcase
endmodule
module Mux_4_32_if (mux_out, data_3, data_2, data_1, data_0, select, enable);
    output  [31: 0] mux_out;
    input   [31: 0] data_3, data_2, data_1, data_0;
    input   [1:0]   select;
    input           enable;
    reg     [31:0]  mux_int;
    assign mux_out = enable ? mux_int : 32'bz;
    always @ ( data_3 or data_2 or data_1 or data_0 or select)
        if (select == 0)       mux_int = data_0;
        else if (select == 1)  mux_int = data_1;
        else if (select == 2)  mux_int = data_2; 
        else if (select == 3)  mux_int = data_3;
        else                   mux_int = 32'bx;
endmodule
module Mux_4_32_CA (mux_out, data_3, data_2, data_1, data_0, select, enable);
    output  [31: 0] mux_out;
    input   [31: 0] data_3, data_2, data_1, data_0;
    input   [1:0]   select;
    input           enable;
    reg     [31:0]  mux_int;
    assign mux_out = enable ? mux_int : 32'bz;
	assign mux_int =    (select == 0) ? data_0 : 
                        (select == 1) ? data_1 :
                        (select == 2) ? data_2 :
                        (select == 3) ? data_3 : 32'bx;
endmodule
### /design/flow/run.sh
#!/bin/bash
# OpenROAD 26Q1-2900-gdf79404cd8, Yosys 0.63+post, stock flow scripts
make -C /OpenROAD-flow-scripts/flow DESIGN_CONFIG=/design/flow/config.mk WORK_HOME=/design/flow/orfs finish
==> impl_summary.log <==
[report] implementation figures
[metrics] outcome: completed
[metrics] maximum fanout along the worst path: 32
[metrics] kind of start point of the critical path: input pin
[metrics] data arrival time at the worst-slack endpoint: approximately 2.5 ns
[metrics] horizontal die dimension: ~110 um
[metrics] IO Count: approximately 160
[metrics] total wire length: ~6600 um
[metrics] Mean Syn Cell Area: 20.89 um^2
[metrics] Pint: around 220 uW
[metrics] Clk pwr share: 0
[metrics] fraction of the yosys area taken by sequential cells: 0
[metrics] number of hold violations in the final report: 0
[metrics] setup repair after global routing missed its margin: false
[metrics] final sequential cell count: 0
[metrics] remaining max-slew budget at the tightest pin: 0.7137
[metrics] dominant cell by count in the synthesized netlist: mux4_2
[metrics] unique cell type count in the Yosys netlist: 5
[metrics] DR pass1 iterations: 4
[metrics] Worst Max-Slew Pin Slew: 0.4295 ns
[metrics] VDD IR-drop max: approximately 0.000057 V
[metrics] GP Congestion: between 0.8 and 0.9
[metrics] register area: 0 um^2
[metrics] worst hold-check slack: 2.637 ns
[metrics] hold bufs inserted after CTS: 0
[metrics] max-cap violations: 0
[metrics] clock buf count: 0
[metrics] Init Core Util: 0.1129
[metrics] global-route total usage across every layer: 0.1125
[metrics] share of power burned in combinational logic: 1.000
[metrics] Die Height: between 100 and 150 um
[metrics] number of I/O port buffers: approximately 160
[metrics] instance count of the mapped netlist: 39
[metrics] Resize count post-CTS: 0
[metrics] Leakage Power: about 0.00086 uW
[metrics] library cell with the largest summed area after synthesis: mux4_2
[metrics] area growth from synthesis to layout: 206.5%
[metrics] Largest type area fraction: 0.8295
[metrics] maximum number of pins on one net before global-route repair: 33
[metrics] wire length of the first global-routing pass: between 9000 and 10000 um
[metrics] netlist area before placement: roughly 800 um^2
[metrics] detail-routed via count per cell: 4.139
[metrics] Chip Area: 11240 um^2
[metrics] number of antenna violations at the first check in global routing: 2
[metrics] cell row count: 31
[metrics] NetSw: 55.93 uW
[metrics] category of the critical setup timing path: input pin to primary output
[metrics] most frequent cells after synthesis: 30 x mux4_2, 3 x buf_12, 3 x buf_2
[metrics] worst hold-check path type: input pin to primary output
[metrics] violation count after the first detailed-routing iteration: 12
[metrics] number of remaining DRC errors: 0
[metrics] number of vias after detailed routing: approximately 1200
[metrics] number of global-route vias before repair: around 1500
[metrics] number of warnings the tools reported: 33
[metrics] cell types with the largest area share after synthesis: mux4_2 83%, buf_12 7.4%, mux4_1 6.5%
[metrics] endpoints failing setup: 0
[metrics] Core Area: 7214 um^2
[metrics] Total Neg Setup Slack: 0 ns
[metrics] required time at the worst-slack endpoint: around 3.1 ns
[metrics] post-CTS repair timing setup buffer count: 0
[metrics] Seq pwr share: 0
[metrics] global-route congestion overflow total: 0
[metrics] antenna diode instance count: 0
[metrics] fraction of layout cells with a size suffix above 1: 0.1684
[metrics] Final Core Density: 0.3460
[metrics] power per standard cell area: roughly 110 nW/um^2
[metrics] total cells reported by yosys after synthesis: 39
[metrics] final period utilization: 0.8419
[metrics] yosys synthesis chip area: just over 800 um^2
[metrics] Max Transition Viols Final: 0
[metrics] Min Clock Period, post-route: between 3 and 4 ns
[metrics] number of warnings issued by yosys: 4
[metrics] Critical Path Sink Type: primary output
[metrics] detailed-route wire length per cell: around 22 um
[metrics] Peak Freq: approximately 300 MHz
[metrics] switching share of power: 0.2028
[metrics] Filler Cell Count: between 700 and 800
[metrics] number of nets with antenna violations after routing: 0
-- final cells by class --
class	instances	area (um^2)	area share
multi-input cells	32	728.2	0.2917
well taps	99	123.9	0.04962
repair buffers	164	1644	0.6586
-- cells in the final DEF, fill, tap and decap left out --
cell,count
buf_2,1
mux4_1,2
buf_4,1
buf_12,1
mux4_2,30
clkdlybuf4s50_1,161
-- per-stage QoR --
step           setup WS (ns)  cells  cell area, um^2  power (uW)
6_report              0.6167    295             2496       275.8
3_3_place_gp          0.6029    295             2496       279.6
3_5_place_dp          0.6228    295             2496       279.5
4_1_cts               0.6085    295             2496       280.8
2_1_floorplan          1.623     39            814.5       72.51
5_1_grt               0.5455    295             2496       296.1
-- power groups by stage --
stage	logic [uW]	clock network (uW)	registers (uW)
CTS	281	0	0
global route	296	0	0
finish	276	0	0
-- worst max-delay path: stages --
cell and delay, ns:
clkdlybuf4s50_1 0.46, buf_4 0.38, mux4_2 0.42, clkdlybuf4s50_1 0.45
-- routing by layer --
layer | track usage | vias to the layer above | share of wire
li1 | - | 522 | -
met1 | 0.1334 | 551 | 0.39
met2 | 0.1674 | 136 | 0.42
met3 | 0.07951 | 8 | 0.17
met4 | 0.01644 | 4 | 0.017
met5 | 0 | - | 0.0041
-- worst paths after layout --
| path | start | to | slack [ns] | depth (start not counted) |
|---|---|---|---|---|
| worst max-delay path | select[1] | mux_out[3] | 0.62 | 4 |
| worst min-delay path | select[0] | mux_out[2] | 2.64 | 3 |
-- cell families after synthesis --
| group | after synthesis | synth area share |
|---|---|---|
| buffers and inverters | 7 | 0.1060 |
| muxes | 32 | 0.8940 |
Power figures rest on the tool's default switching activity, not on a simulated workload.
